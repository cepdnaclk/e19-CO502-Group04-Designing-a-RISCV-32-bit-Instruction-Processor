==> /design/flow/design.v <==
module PCplus4(fromPC, NextoPC);
    input [31:0] fromPC;
    output [31:0] NextoPC;
    assign NextoPC = 4 + fromPC;
endmodule
==> /design/flow/run.sh <==
#!/bin/bash
# OpenROAD 26Q1-2900-gdf79404cd8, Yosys 0.63+post, stock flow scripts
make -C /OpenROAD-flow-scripts/flow DESIGN_CONFIG=/design/flow/config.mk WORK_HOME=/design/flow/orfs finish
==> /design/flow/config.mk <==
export PLATFORM = sky130hd
export DESIGN_NAME = PCplus4
export DESIGN_NICKNAME = PCplus4
export VERILOG_FILES = /design/flow/design.v
export SDC_FILE = /design/flow/constraint.sdc
export NUM_CORES = 4
export LEC_CHECK = 1
export CORE_AREA = 10 10 70 70
export DIE_AREA = 0 0 80 80
export SYNTH_HDL_FRONTEND = slang
==> /design/flow/constraint.sdc <==
current_design PCplus4

set clk_period 5.5
set clk_io_pct 0.2

create_clock -name clk0 -period $clk_period

set non_clock_inputs [all_inputs -no_clocks]
set_input_delay [expr $clk_period * $clk_io_pct] -clock clk0 $non_clock_inputs
set_output_delay [expr $clk_period * $clk_io_pct] -clock clk0 [all_outputs]
==> notes.org <==
* Flow results

** Detailed routing
- Drt wl/cell :: 12.0 um
- Total wire length after detailed routing :: 2250 um
- After detailed routing, the number of vias per cell comes to 4.18.
- DRC viols :: 0
- Per the detail_route report, inserted antenna diodes total 0.
- Once detail routing completed, the nets flagged for antenna violations numbered 0.
- Iteration-0 DRC count of the detailed router :: 15
- The first detailed-routing pass ran for 3 iterations.
- The detailed router placed 781 vias in this run.

** Synth
- Each instance of the synthesized netlist takes up on average 6.99 um^2.
- Per Yosys stat, the portion of area used by sequential elements is 0%.
- In the Yosys stats the netlist draws on 18 distinct library cells.
- Number of cells in Yosys stat :: 83
- The area recorded from the Yosys report for this design is 581 um^2.
- The Yosys step of the flow raised 0 warnings.
- The synthesized netlist occupies a cell area of 581 um^2.
- Synthesis produced 83 cells.

** Global route
- First-pass GRT wire length :: 3800 um
- Via count of the first global-routing pass :: 856
- The number of antenna violations at the first check in global routing was 0.
- Entering global routing, the biggest net connects 9 pins.
- Overall track demand over capacity in global routing :: 6.90%
- Global routing finished with a remaining overflow of 0.

** Cells and area
- Fraction of layout cells with a size suffix above 1 :: 4.96%
- The layout has 0 clock buffers.
- Flops :: 0
- Per the run report, area growth between synthesis and finish was 111%.
- Post-Route Utilization :: 35.8%
- The final layout report lists a filler cell count of 351.
- Sequential cell area :: 0 um^2

** Final timing
- Final setup TNS :: 0 ns
- Final tally of max-slew violations :: 0
- Hold violation count in the final report :: 0
- Transition time of the tightest slew-check pin :: 0.502 ns
- Headroom to the max-slew limit came out at 66.3%.
- Maximum clock rate :: 227 MHz
- Setup repair after global routing missed its margin :: false
- After layout, the minimum clock period comes to 4.41 ns.
- The end-of-flow timing check tallies setup violations at 0.
- Post-route period utilization is reported as 80.2%.

** Hold path
- Worst Hold Endpoint :: NextoPC[0]
- Worst Hold Launch :: fromPC[0]
- In the hold timing report, the worst path depth is 0.
- The path class of the tightest hold or removal check is in2out.

** Power
- The final power report lists total power as 69.1 uW.
- Total power normalized to cell area comes to 56.4 nW/um^2.
- Pleak :: 0.423 nW
- The highest supply drop recorded on VDD is 0.0255 mV.

** Clocking
- Looking at the post-CTS report, the setup buffer insertion count equals 0.
- Number of buffers added to fix hold violations after cts :: 0
- Once the clock tree was built, the resizer swapped 0 gates to a different size.

** Setup path
- OpenSTA lists the critical path startpoint as fromPC[2].
- Critical-path maximum fanout :: 8
- Arrival @ worst endpoint :: 3.31 ns
- The data required time reported for the critical path is 4.40 ns.
- Setup crit end kind :: output port
- Critical path start-end classification :: in2out
- STA classifies the critical path startpoint as a primary input.

** Floorplanning
- Boundary pin count :: 64
- Y dimension of the die :: 80 um
- Core Footprint :: 3420 um^2
- FP Core Util :: 17.0%
- Horiz. Die Dim :: 80 um
- The overall die size recorded for this design is 6400 um^2.
- For reference, the placement row count at floorplan is 21.

** Placed design
- Routability-driven placement finished with a final weighted congestion of 0.718.
- Number of port buffers :: 60
- Post-detail-place hpwl :: 2020 um

** Outcome
- The flow ran to the end, and the final reports show no timing, DRC or antenna violations.

** Job
- The tool warning count for the run is 32.
- Max-cap check violation count :: 0
==> synth_stat cells <==
cell | instances | share of area (%)
nand3_2 | 1 | 1.7
and2_1 | 1 | 1.1
nor3_1 | 3 | 2.6
and4_1 | 1 | 1.5
nand2_1 | 10 | 6.5
nand4_1 | 9 | 9.7
xor2_1 | 7 | 11
inv_1 | 2 | 1.3
nor2_1 | 7 | 4.5
or2_2 | 2 | 2.2
nor4_4 | 2 | 7.3
and3_1 | 2 | 2.2
nand3_1 | 10 | 8.6
buf_4 | 2 | 2.6
and4_2 | 1 | 1.7
nand4_2 | 1 | 2.2
xnor2_1 | 21 | 32
ha_1 | 1 | 2.2
==> placed cells by master (no fill, tap or decap) <==
cell type        Yosys  final
ha_1                 1      1
inv_1                2      2
and4_2               1      1
nand4_1              9      9
nor2_1               7      7
nand4_2              1      1
nand3_2              1      1
and2_1               1      1
and3_1               2      2
xnor2_1             21     21
nor4_4               2      2
nand3_1             10     10
nand2_1             10     10
or2_2                2      2
xor2_1               7      7
and4_1               1      1
clkdlybuf4s50_1      0     60
nor3_1               3      3
==> worst max-delay path by stage <==
stage	endpoint	slack, ns
4_1_cts	NextoPC[28]	1.03
5_1_grt	NextoPC[28]	0.79
6_report	NextoPC[28]	1.09
==> metal layers <==
layer  wire [um]  share of wire (%)  up-vias  global-route usage, %
li1            -                  -      412                      -
met1         888                 40      339                   7.78
met2        1050                 47       30                   12.4
met3         307                 14        0                   3.07
met4           0                  0        0                      0
met5           0                  0        -                      0
==> worst max-delay path: stages <==
cell             delay, ns
clkdlybuf4s50_1       0.52
ha_1                  0.20
nand3_1               0.22
nor4_4                0.44
nand4_1               0.18
xnor2_1               0.17
clkdlybuf4s50_1       0.48
==> cell families after synthesis <==
logic type                 after synthesis  share of synthesized area, %
xor gates and xnor gates                28                          42.2
and+or+nand+nor                         50                          51.7
buffers and inverters                    4                          3.88
adders and majority gates                1                          2.15
==> where the power goes <==
| part | internal [mW] | switching, mW | total (mW) |
|---|---|---|---|
| sequential | 0 | 0 | 0 |
| combinational | 0.0482 | 0.0208 | 0.0691 |
| clock | 0 | 0 | 0 |
==> stage by stage <==
stage	std cells	hold WS, ns	area (um^2)	setup WS [ns]
2_1_floorplan	83	2.21	581	2.33
3_3_place_gp	187	2.20	1220	1.08
3_5_place_dp	187	2.20	1220	1.03
4_1_cts	187	2.20	1220	1.03
5_1_grt	187	2.20	1220	0.793
6_report	187	2.20	1220	1.09
==> area by class of cell <==
cell class | count | area [um^2] | area share [%]
Timing Repair Buffer | 60 | 601 | 49.1
Multi-Input combinational cell | 79 | 558 | 45.6
Tap cell | 46 | 57.6 | 4.70
Inverter | 2 | 7.51 | 0.613
Power is estimated from default activity; no workload was simulated.
